--- /design/flow/constraint.sdc ---
current_design data_mem

set clk_period 5.4
set clk_io_pct 0.2

create_clock -name clk0 -period $clk_period [get_ports {clk}]

set non_clock_inputs [all_inputs -no_clocks]
set_input_delay [expr $clk_period * $clk_io_pct] -clock clk0 $non_clock_inputs
set_output_delay [expr $clk_period * $clk_io_pct] -clock clk0 [all_outputs]
--- /design/flow/run.sh ---
#!/bin/bash
# OpenROAD 26Q1-2900-gdf79404cd8, Yosys 0.63+post, stock flow scripts
make -C /OpenROAD-flow-scripts/flow DESIGN_CONFIG=/design/flow/config.mk WORK_HOME=/design/flow/orfs finish
--- /design/flow/design.v ---
`timescale 10ns / 1ns
module data_mem(
        tbw_data, clk, dest_addr, source_add, wrtEnable,
        outdata
    );
    input signed  [31:0] tbw_data;
    input                clk;
    input                wrtEnable;
    input         [3:0]  dest_addr;
    input         [3:0]  source_add;
    output signed [31:0] outdata;
    reg [31:0] mem[31:0];   
    integer i;
    initial begin	
        for(i=0; i<32; i = i+1)
            mem[i] = i;
    end
    always @ (posedge clk) begin
        if(wrtEnable == 1)
            mem[dest_addr] <= tbw_data;
    end
    assign outdata = mem[source_add];
endmodule
--- /design/flow/config.mk ---
export PLATFORM = sky130hd
export DESIGN_NAME = data_mem
export DESIGN_NICKNAME = data_mem
export VERILOG_FILES = /design/flow/design.v
export SDC_FILE = /design/flow/constraint.sdc
export NUM_CORES = 4
export LEC_CHECK = 1
export CORE_UTILIZATION = 40
==> insert_results.sql <==
-- flow metrics import
INSERT INTO impl_metrics (metric_group, metric, value, unit) VALUES
('worst_setup_path', 'worstSetupStartpointType', 'input pin', ''),
('global_routing', 'grt_max_degree', '59', ''),
('cts', 'clk_pin_slew_worst_paths', '0.06', 'ns'),
('route', 'route.detailed.wl_per_inst', '25.90', 'um'),
('yosys', 'yosysChipArea', '19200', 'um2'),
('global_routing', 'antenna_found_initial', '4', ''),
('yosys', 'syn_area_per_cell', '23.82', 'um2'),
('yosys', 'synth.top_cell.area_share', '80.09', '%'),
('global_routing', 'globalRoute.totalOverflow', '0', ''),
('yosys', 'yosys_warnings', '1', ''),
('placement', 'gpl.final_weighted_congestion', '0.7770', ''),
('floorplanning', 'fp.coreArea', '46950', 'um2'),
('yosys', 'synthFlopType', 'edfxtp_1', ''),
('final_layout', 'max_ffs_per_register', '512', ''),
('worst_setup_path', 'path_cells', 'clkdlybuf4s50_1, and2_2, buf_4, a22oi_1, nand2_1, clkdlybuf4s50_1', ''),
('worst_setup_path', 'critPathKind', 'in2out', ''),
('route', 'drc', '0', ''),
('final_layout', 'largestRegisters', 'mem x512', ''),
('cts', 'post_cts_resized', '0', ''),
('yosys', 'synthMostInstantiatedCell', 'edfxtp_1', ''),
('cts', 'buffer_levels_on_the_longest_clock_path', '3', ''),
('power_and_ir_drop', 'report.power.total', '8.203', 'mW'),
('route', 'routed-via-count', '8625', ''),
('yosys', 'cell_count_after_synthesis', '806', ''),
('yosys', 'synth_area_leader_cell', 'edfxtp_1', ''),
('route', 'detailedRoute.firstIterationViolations', '476', ''),
('timing', 'finalSetupTns', '0', 'ns'),
('yosys', 'synth_seq_share', '80.09', '%'),
('cts', 'cts_root_buffer', 'clkbuf_16', ''),
('power_and_ir_drop', 'power.density_cell_area', '364.5', 'nW/um2'),
('yosys', 'synthTopCellsByCount', '512 x edfxtp_1, 128 x mux4_2, 64 x a22oi_1, 33 x nand2_1, 17 x clkbuf_1', ''),
('timing', 'rsz0062_at_grt', 'false', ''),
('timing', 'worst-slew-pin-transition', '0.8419', 'ns'),
('worst_setup_path', 'cp-end-kind', 'output pin', ''),
('cts', 'numCtsBuffers', '51', ''),
('yosys', 'ys.flops', '512', ''),
('flow_run', 'max_cap_violations', '0', ''),
('worst_setup_path', 'critPathSlowestCell', 'and2_2', ''),
('floorplanning', 'die_area', '48870', 'um2'),
('cts', 'clock_sinks', '512', ''),
('worst_setup_path', 'crit_path_frequent_cell', 'clkdlybuf4s50_1', ''),
('timing', 'slew_headroom', '43.74', '%'),
('global_routing', 'grt_pass1_wl', '61330', 'um'),
('cts', 'postCtsHoldBufs', '0', ''),
('min_path', 'worstHoldPathType', 'in2reg', ''),
('floorplanning', 'chip_width', '221.1', 'um'),
('route', 'route.antenna.remaining_nets', '0', ''),
('floorplanning', 'die_boundary_height', '221.1', 'um'),
('final_layout', 'regMostFlops', 'mem', ''),
('yosys', 'synth-async-reset-ratio', '0', '%'),
('timing', 'fmax', '225.6', 'MHz'),
('worst_setup_path', 'critical-path-top-delay-family', 'buffers and inverters', ''),
('worst_setup_path', 'cp_slowest_stage_delay', '0.69', 'ns'),
('final_layout', 'layout-area-overhead-vs-synth', '17.23', '%'),
('worst_setup_path', 'required', '4.32', 'ns'),
('route', 'route.detailed.vias_per_inst', '5.480', ''),
('cts', 'clock_tree_from_tritoncts', 'done', ''),
('timing', 'finalCritPeriodShare', '82.07', '%'),
('placement', 'placement.io_buffers', '73', ''),
('timing', 'final-hold-violation-count', '0', ''),
('route', 'first_pass_iteration_count_of_the_detailed_router', '5', ''),
('final_layout', 'stdcell_area', '22500', 'um2'),
('worst_setup_path', 'cp_num_buf_inv', '3', ''),
('cts', 'htree_levels', '2', ''),
('final_layout', 'final_layout_size_suffix_gt1_share', '25.60', '%'),
('placement', 'place_hpwl', '22960', 'um'),
('status', 'run_status', 'finished, final reports clean', ''),
('power_and_ir_drop', 'power.static_leakage', '6.995', 'nW'),
('yosys', 'ys_top_cells_by_area', 'edfxtp_1 80%, mux4_2 15%, a22oi_1 2.5%', ''),
('floorplanning', 'ioPinCount', '74', ''),
('placement', 'pre_cts_slack', '0.9400', 'ns');
## cell usage in the layout (no fill, tap or decap), types with 2 or more instances in the layout
cell,netlist,final
nor3_2,0,4
nand2b_1,2,2
clkinv_2,0,3
nand2_1,33,33
nor2_4,0,13
clkinv_1,0,9
nand3b_1,2,2
buf_4,9,32
clkdlybuf4s50_1,0,71
mux4_2,128,128
buf_12,0,5
nor2b_4,0,2
diode_2,0,2
clkbuf_16,0,51
edfxtp_1,512,512
clkinv_8,0,2
bufinv_16,0,3
a22oi_1,64,64
clkbuf_1,17,24
## where the power goes
| group | switching [mW] | total (mW) | internal [mW] |
|---|---|---|---|
| combinational | 0.233 | 0.447 | 0.215 |
| clock | 1.39 | 3.28 | 1.89 |
| sequential | 0.0156 | 4.47 | 4.46 |
## final timing paths
kind     startpoint    endpoint  slack (ns)  depth (start not counted)
max   source_add[2]  outdata[5]        0.97                          6
min    tbw_data[24]  mem[7][24]        1.42                          1
## routing by layer
layer | GRT usage (%) | routed length (um)
met5 | 0 | 35
met4 | 2.707 | 646
met3 | 12.99 | 5911
met2 | 27.36 | 19430
met1 | 26.12 | 14740
## layout make-up
type	instances	area [um2]
fill	3685	24450
sequential	512	15370
multi-input combinational	251	3750
clock buffer	75	1366
timing repair buffer	110	1076
tap	607	759.5
clock inverter	17	171.4
antenna	2	5.005
## metrics by stage
step | hold slack [ns] | cells
CTS | 1.399 | 1572
detailed placement | 2.013 | 1480
floorplan | 1.179 | 806
global placement | 1.995 | 1480
finish | 1.416 | 1574
global route | 1.444 | 1572
## cells by family after synthesis
family	after synthesis	share of synthesized area [%]
AOI/OAI and AO/OA	64	2.503
buffers and inverters	43	1.069
DFF	512	80.09
muxes	128	15.02
and+or+nand+nor	59	1.317
Power is estimated from default activity; no workload was simulated.
