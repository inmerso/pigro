**design/flow/design.v**
```verilog
`timescale 10ns / 1ns
module reg_file( 
        clk, wr_en, wr_ad, addr_a, addr_b, wr_data,
        o_a, o_b
    );
    input         clk;
    input         wr_en;    
    input   [3:0] wr_ad;    
    input   [3:0] addr_a;
    input   [3:0] addr_b;
    input  [31:0] wr_data;  
    output [31:0] o_a;      
    output [31:0] o_b;
    reg [31:0] mem[15:0];   
    integer i;
    initial begin
        for(i=0; i<16; i = i+1)
            mem[i] = 32'bx;
    end
    always @(posedge clk) begin
        if(wr_en == 1)
            mem[wr_ad] <= wr_data;
    end
    assign o_a = mem[addr_a];
    assign o_b = mem[addr_b];
endmodule
```
**design/flow/run.sh**
```bash
#!/bin/bash
# OpenROAD 26Q1-2900-gdf79404cd8, Yosys 0.63+post, stock flow scripts
make -C /OpenROAD-flow-scripts/flow DESIGN_CONFIG=/design/flow/config.mk WORK_HOME=/design/flow/orfs finish
```
**design/flow/config.mk**
```make
export PLATFORM = sky130hd
export DESIGN_NAME = reg_file
export DESIGN_NICKNAME = reg_file
export VERILOG_FILES = /design/flow/design.v
export SDC_FILE = /design/flow/constraint.sdc
export NUM_CORES = 4
export LEC_CHECK = 1
export CORE_UTILIZATION = 50
```
**design/flow/constraint.sdc**
```tcl
current_design reg_file

set clk_period 5.9
set clk_io_pct 0.2

create_clock -name clk0 -period $clk_period [get_ports {clk}]

set non_clock_inputs [all_inputs -no_clocks]
set_input_delay [expr $clk_period * $clk_io_pct] -clock clk0 $non_clock_inputs
set_output_delay [expr $clk_period * $clk_io_pct] -clock clk0 [all_outputs]
```
==> results.txt <==
Flow results follow.

The flow ran to the end, and the final reports show no timing, DRC or antenna violations. The aggregate negative setup slack is 0 ns. The initial antenna violation count is 2. Per the slew report, the remaining headroom to the max-slew limit stands at 0.369. TritonCTS built the clock tree. The final route contains 12.1k vias. Warnings reported by Yosys during synthesis add up to 1. The global-route usage over all layers is 0.291.

The unique cell type count in the Yosys netlist is 16. For this run, the register share of the synthesized area comes to 0.671. Entering global routing, the biggest net connects about 54 pins.

Once layout is complete, the cells apart from fillers number approximately 1.8k. The part of the cycle the worst path needs is 0.804. After synthesis the netlist holds a flip-flop and latch count of approximately 510. Per the post-route antenna check, the number of violating nets is 0. The vertical die size is between 200 and 250 um.

After detailed routing, the number of vias per cell comes to 6.53. The worst hold path class is input port to register. The number of search-and-repair iterations in the first detailed-routing pass is 5.

The HPWL after detailed placement is 31500 um. The width of the die is ~220 um. The number of hold buffers added after CTS was 0. For this block, the initial DRC count from the detailed router was between 600 and 700. The endpoint required time on the critical path is between 4 and 5 ns.

The transition at the pin with the smallest max-transition slack is between 0.9 and 1 ns. The number of global-route vias before repair is roughly 14k. The finished layout reports a core utilization of 0.588.

The setup-violating endpoint count in the final report is 0. The largest fanout on the critical path is 17. The report lists the number of standard-cell rows as roughly 80. The maximum level of the CTS H-tree is 2. The area reported by Yosys stat is between 0.02 and 0.025 mm^2. The final RePlAce weighted congestion is 0.829.

The wire length recorded after detailed routing is 57300 um. The fill cell total of the finished layout is about 3.2k. The total tool warning count is 25. The largest registers in the layout are mem x512.

The netlist area before placement is between 0.02 and 0.025 mm^2. Setup repair after global routing left no endpoint under its margin. The area added between synthesis and finish is 16.2%.

The arrival time at the worst endpoint is 3.56 ns. By instance count after routing, the leading logic cell types are sky130_fd_sc_hd__edfxtp_1 (512), sky130_fd_sc_hd__mux4_2 (256), sky130_fd_sc_hd__a22oi_1 (128). The core area is between 0.04 and 0.05 mm^2. Summed over all layers, the global routing overflow is 0. In this run, post-CTS repair resized a total of 0 instances.

The per-instance average area after synthesis is around 21 um^2. Including well taps, the total number of placed cells is about 1.7k. The post-CTS setup buffer count is 0. The most frequent logic cell in the layout is sky130_fd_sc_hd__edfxtp_1. The clock buffer count from CTS is 54. The clock net sink count is just over 500. The type of element capturing the critical path is a primary output. The standby leakage power is 8.35 nW. At the floorplan stage, the core utilization is reported as 0.506. The detailed-route wire length per cell is 31.0 um.

The first global-routing pass estimated roughly 86000 um of wire. The worst setup path is of the input port to primary output kind. The number of cells in Yosys stat is 1077.

Synthesis produced a netlist whose cell count is ~1.1k. The smallest clock period supported by the final layout is computed as between 4 and 5 ns. CTS reports a maximum clock tree buffer depth of 3. For this run, the top clock speed supported by timing is between 200 and 250 MHz. The I/O pin total is 110.

The layout summary lists the proportion of cells stronger than drive strength 1 as 0.319. The die covers ~0.047 mm^2. The number of buffer cells added on primary ports is 109. The final tally of hold violations is 0. The number of flip-flops in the largest register is between 500 and 600.

The clock transition at the registers of the reported paths is ~0.060 ns. The script computed a power per unit cell area of 301 mW/mm^2. The register bank with the most flops is mem. The maximum ir drop on the vdd rail is between 0.2 and 0.25 mV. The max-capacitance violation count is 0. The worst setup path is launched from an input port. The final max-slew violation count recorded for this run is 0. The number of DRC violations after detailed routing is 0. The buffer cell driving the clock tree root is sky130_fd_sc_hd__clkbuf_16.
[logic make-up (layout without fill, tap and decap cells)]
kind of cell / Yosys count / after routing / share of synthesized area
flip-flops: 512 / 512 / 0.671
multiplexers: 256 / 256 / 0.252
AND/OR/NAND/NOR: 95 / 95 / 0.0173
buffers and inverters: 86 / 256 / 0.0179
AND-OR/OR-AND: 128 / 128 / 0.0419
other: 0 / 2 / 0
[worst max-delay path, cell delays in order]
cell and delay (ns):
sky130_fd_sc_hd__clkdlybuf4s50_1 0.61, sky130_fd_sc_hd__nor2b_4 0.72, sky130_fd_sc_hd__buf_4 0.33, sky130_fd_sc_hd__a22oi_1 0.11
sky130_fd_sc_hd__nand2_1 0.12, sky130_fd_sc_hd__clkdlybuf4s50_1 0.47
[layer usage]
metal | track usage | wire length (um) | vias up
met1 | 0.408 | 18500 | 6050
li1 | - | - | 5033
met3 | 0.215 | 9760 | 80
met5 | 0.0146 | 69 | -
met2 | 0.408 | 27800 | 900
met4 | 0.0568 | 1160 | 2
[cell type report]
type                       count  area (um^2)  area share
multi-input combinational    479         7280       0.273
sequential                   512        15400       0.578
antenna                        2         5.00    0.000188
tap                          600          751      0.0282
timing repair buffer         155         1550      0.0582
clock buffer                  76         1500      0.0563
clock inverter                25          165     0.00620
[path summary, 6_finish.rpt]
kind | to | slack (ns) | from | cells past startpoint
worst min-delay path | mem[8][10] | 1.51 | wr_data[10] | 1
worst max-delay path | o_a[24] | 1.16 | addr_a[3] | 6
[Yosys cell counts (all sizes together)]
library cell  instances  area share
a22oi               128       0.042
and2                  2     0.00055
buf                  47       0.012
clkbuf               39      0.0064
edfxtp              512        0.67
mux4                256        0.25
nand2                65       0.011
nand2b                2     0.00055
nand3                 1     0.00022
nand3b                2     0.00066
nor2                 14      0.0023
nor2b                 4      0.0011
nor3                  4     0.00087
or3b                  1     0.00038
[power by group]
part,internal [mW],switching (mW),total (mW)
clock network,1.85,1.35,3.20
logic,0.362,0.351,0.713
registers,4.08,0.0269,4.11
total,6.29,1.73,8.02
[metrics by stage]
step | cell area, um^2 | hold WS [ns] | total power, mW | worst slack (ns)
after CTS | 26600 | 1.49 | 8.10 | 1.14
final | 26600 | 1.51 | 8.02 | 1.16
after global placement | 25000 | 2.11 | 4.90 | 1.18
after floorplan | 22900 | 1.28 | 4.56 | 1.54
after global routing | 26600 | 1.53 | 8.28 | 1.05
after detailed placement | 25000 | 2.13 | 4.90 | 1.14
Power is estimated from default activity; no workload was simulated.
